$ cat ./design.v
`timescale 1ns / 1ps
module Form(
input [3:0] c1,c2,c3,c4,
output [7:0]num1,num2
    );
  assign num1=(c1*10)+c2;
  assign num2=(c3*10)+c4;
endmodule
$ cat ./run.sh
#!/bin/bash
# OpenROAD 26Q1-2900-gdf79404cd8, Yosys 0.63+post, stock flow scripts
make -C /OpenROAD-flow-scripts/flow DESIGN_CONFIG=/design/flow/config.mk WORK_HOME=/design/flow/orfs finish
$ cat ./config.mk
export PLATFORM = sky130hd
export DESIGN_NAME = Form
export DESIGN_NICKNAME = Form
export VERILOG_FILES = /design/flow/design.v
export SDC_FILE = /design/flow/constraint.sdc
export NUM_CORES = 4
export LEC_CHECK = 1
export CORE_AREA = 10 10 70 70
export DIE_AREA = 0 0 80 80
$ cat ./constraint.sdc
current_design Form

set clk_period 2.9
set clk_io_pct 0.2

create_clock -name clk0 -period $clk_period

set non_clock_inputs [all_inputs -no_clocks]
set_input_delay [expr $clk_period * $clk_io_pct] -clock clk0 $non_clock_inputs
set_output_delay [expr $clk_period * $clk_io_pct] -clock clk0 [all_outputs]
==> results.json <==
{
  "run_status": "finished, violations left",
  "violations": "negative setup slack",
  "grt_pass1_vias": 666,
  "p_leak_nw": 0.5473,
  "chipWidth_um": 80,
  "dpl_worst_slack_ns": -0.8916,
  "arrival_ns": 2.41,
  "pwr-share-seq_pct": 0,
  "drv_cap": 0,
  "synth.top_cell.area_share_pct": 33.18,
  "die_h_um": 80,
  "diodes": 0,
  "powerDensity_nw_per_um2": 235.9,
  "path_class": "primary input to output pin",
  "maxSlewViolCount": 0,
  "finalNonFillerCells": 162,
  "ys_warn_count": 0,
  "crit_required_ns": 2.32,
  "drc": 0,
  "fill_cells": 332,
  "grt_max_degree": 4,
  "drt-initial-drc-count": 9,
  "crit_fanout": 2,
  "flop_area_um2": 0,
  "wirelength_um": 1817,
  "grt_usage_pct": 5.367,
  "finalSetupViolations": 2,
  "ys_top_cells_by_area": "ha_1 (33%), fa_1 (15%), xnor2_1 (10%), xor2_1 (6.6%), a21oi_1 (3.8%)",
  "netlist_area_um2": 528.0,
  "nClkBuffers": 0,
  "p_sw_share_pct": 39.11,
  "clkPwrFrac_pct": 0,
  "ant_nets": 0,
  "finalWorstSetupSlack_ns": -0.09373,
  "rsz0062_at_grt": "yes",
  "hold_slack_ns": 1.160,
  "port_buffers": 28,
  "layout-drive-gt1-share_pct": 63.79,
  "area_delta_synth_final_pct": 146.4,
  "ff_count": 0,
  "critPathLaunchType": "primary input",
  "dp.cells": 154,
  "min_period_ns": 2.994,
  "grt_pass1_wl_um": 2967,
  "placed_area_um2": 1041,
  "design.portCount": 32,
  "wire_per_inst_um": 11.22,
  "dp_hpwl_um": 1388,
  "power_switching_mw": 0.1201,
  "core_area_um2": 3416,
  "mostFrequentLayoutCell": "buf_4",
  "finalPower_mw": 0.3070,
  "antenna_found_initial": 0,
  "timing.max_slew.rel_slack_pct": 82.24,
  "hold_viol": 0,
  "intPower_mw": 0.1869,
  "ys_types": 17,
  "yosysCellCount": 58,
  "worst_setup_path_end_kind": "output pin",
  "place.gp.congestion": 0.8002,
  "die_area_um2": 6400,
  "viasPerCell": 4.019,
  "min_path_type": "primary input to output pin",
  "first_pass_iters": 2,
  "clock.fmax_ghz": 0.3340,
  "comb_area_um2": 740.7,
  "fp_util_pct": 15.46,
  "final_core_util_pct": 38.10,
  "pwr-share-comb_pct": 100.0,
  "finalClockPeriodUsage_pct": 103.2,
  "grt_overflow": 0,
  "yosysTopAreaCell": "ha_1",
  "lay_top_cells": "buf_4 (32), clkdlybuf4s50_1 (11), ha_4 (8), buf_2 (8), xnor2_1 (5)",
  "finalInstanceArea_um2": 1301,
  "vias": 651,
  "ys_chip_area_um2": 528.0,
  "worstMarginPinSlew_ns": 0.2644,
  "irDropWorstVdd_mv": 0.1082,
  "netlist_instances": 58,
  "tns_ns": -0.1394,
  "ys_seq_share_pct": 0,
  "core.rowCount": 21,
  "syn_avg_cell_area_um2": 9.104,
  "warnings": 34
}
## cells in the mapped netlist
| master | number |
|---|---|
| xor2_1 | 4 |
| inv_1 | 4 |
| buf_4 | 2 |
| ha_1 | 14 |
| or4_1 | 2 |
| a21oi_1 | 4 |
| nand3_1 | 2 |
| o22ai_1 | 2 |
| xnor2_1 | 6 |
| fa_1 | 4 |
| a21oi_2 | 2 |
| o21ai_0 | 2 |
| nor4b_1 | 2 |
| nand2_1 | 2 |
| nand2b_1 | 2 |
| a31o_1 | 2 |
| o31ai_1 | 2 |
## path summary, 6_finish.rpt
path                  startpoint       to  slack [ns]  cells after the start
worst max-delay path       c3[3]  num2[7]       -0.09                      8
worst min-delay path       c2[0]  num1[0]        1.16                      0
## worst max-delay path: stages
cell and delay (ns):
buf_6 0.10, ha_4 0.23, ha_4 0.16, fa_1 0.54, nand2_2 0.06, or4_4 0.40
a31o_1 0.24, buf_2 0.11
## layout make-up
type,instances,share of cell area [%]
Multi-Input combinational cell,52,56.92
Timing Repair Buffer,60,37.50
Tap cell,46,4.423
Inverter,4,1.154
## cells by family (layout without fill, tap and decap cells)
group                    Yosys count  count (layout)  synth area share [%]
AND-OR/OR-AND                     14              14                 17.54
XOR/XNOR                          10              10                 16.59
adder cells (fa/ha/maj)           18              18                 48.34
buffers and inverters              6              64                 5.686
AND/OR/NAND/NOR                   10              10                 11.85
## layer usage
metal | vias up | track usage [%] | routed length, um
met5 | - | 0 | 0
met4 | 0 | 0 | 0
met3 | 0 | 2.614 | 245
met2 | 28 | 7.624 | 661
met1 | 293 | 7.584 | 910
li1 | 330 | - | -
## repair_timing
| item | 4_1_cts | 5_1_grt |
|---|---|---|
| setup endpoints to repair | 11 | 8 |
| hold buffers | 0 | 0 |
| pin swaps | 20 | 19 |
| buffers inserted | 9 | 3 |
| hold endpoints to repair | 0 | 0 |
| resized | 77 | 17 |
## power groups by stage
stage     Sequential [mW]  Clock [mW]  Combinational (mW)
4_1_cts                 0           0               0.285
6_report                0           0               0.307
5_1_grt                 0           0               0.341
Power and IR drop assume default switching activity.
