**design/flow/design.v**
```verilog
`timescale 1ns / 1ps
module Subtraction(
input signed [7:0] A,B,
output reg signed [7:0] S,
output reg flag
    );
wire signed [7:0]temp; 
assign temp = A-B;
always@(*)begin
if(temp<0)begin
S=(temp^-1)+1;
flag=1;
end
else
begin
S=temp;
flag=0;
end
end
endmodule
```
**design/flow/run.sh**
```bash
#!/bin/bash
# OpenROAD 26Q1-2900-gdf79404cd8, Yosys 0.63+post, stock flow scripts
make -C /OpenROAD-flow-scripts/flow DESIGN_CONFIG=/design/flow/config.mk WORK_HOME=/design/flow/orfs finish
```
**design/flow/config.mk**
```make
export PLATFORM = sky130hd
export DESIGN_NAME = Subtraction
export DESIGN_NICKNAME = Subtraction
export VERILOG_FILES = /design/flow/design.v
export SDC_FILE = /design/flow/constraint.sdc
export NUM_CORES = 4
export LEC_CHECK = 1
export CORE_AREA = 10 10 70 70
export DIE_AREA = 0 0 80 80
```
**design/flow/constraint.sdc**
```tcl
current_design Subtraction

set clk_period 6.0
set clk_io_pct 0.2

create_clock -name clk0 -period $clk_period

set non_clock_inputs [all_inputs -no_clocks]
set_input_delay [expr $clk_period * $clk_io_pct] -clock clk0 $non_clock_inputs
set_output_delay [expr $clk_period * $clk_io_pct] -clock clk0 [all_outputs]
```
==> results.txt <==
Results of the implementation run.

The via count of the first global-routing pass came out at 561. The post-detailed-placement cell area is 860 um^2. In the synthesis report, Yosys lists the chip area as 567 um^2. The fraction of layout cells with a size suffix above 1 came out at just over 7%.

Static timing analysis puts the maximum clock frequency at 0.193 GHz. For this run the aggregate overflow at the end of global routing stands at 0. The number of non-filler instances in the completed layout is roughly 140. The total wire length came out at about 1400 um. The final standard cell area without fillers came out at approximately 860 um^2. The number of cells reported by Yosys stat comes to 74.

The type recorded for the worst min-delay path is in -> out. The power density normalized to cell area is around 130 mW/mm^2. As logged by OpenROAD, the buffers inserted on ports number 25.

The final clock period utilization by the worst path is between 80% and 90%. In the post-route analysis, the smallest setup slack over all paths is 814 ps. The timing report shows the most common cell along the critical path to be sky130_fd_sc_hd__inv_1. The final critical path time including I/O delays and setup came out at 5190 ps. The placed wire-length estimate is 1330 um. The total design power is 0.111 mW. The category of the worst setup path launch point is an input port. The post-synthesis share of cell area spent on and-or and or-and gates came out at 23.4%. The count of mapped cells out of synthesis is 74. The leakage power of the design came out at 0.362 nW. The total antenna diodes in the routed design came out at 0. The worst hold path cell count is 5.

Logged for this run, the post-placement worst setup slack is 755 ps. The placer congestion estimate came out at 0.777. The number of distinct library cells after synthesis is 34.

The die height is 80 um. Row generation in the floorplan step produced 21 rows. The flop count is 0. The slew at the pin with the worst max-slew slack is 737 ps. The count of antenna-violating nets left after detailed routing came out at 0. The final layout reports a setup TNS of 0 ps.

The first detailed-routing pass ran for 4 iterations. Across the whole layout, storage elements account for 0 um^2. The share of the core filled by cells before placement came out at 16.6%. The worst setup path startpoint is A[0]. The average instance in the mapped netlist occupies 7.66 um^2.

In this design, the stage delay of the slowest critical-path cell is 480 ps. The max-capacitance violation count came out at 0. The area of the placeable core came out at 0.00342 mm^2.

The post-cts sizing count came out at 0. The first global-routing pass estimated approximately 2400 um of wire. The count of endpoints failing hold in the final timing report is 0.

On the critical path, the stage with the largest delay is an instance of sky130_fd_sc_hd__clkdlybuf4s50_1. In this run, the synthesized area fraction spent on and/or/nand/nor cells is recorded as ~27%. The main area contributors are sky130_fd_sc_hd__ha_1 (18%), sky130_fd_sc_hd__xnor2_1 (9.3%), sky130_fd_sc_hd__inv_1 (7.9%), sky130_fd_sc_hd__o311ai_0 (4.6%), sky130_fd_sc_hd__xor2_1 (4.6%).

The initial antenna violation count came out at 0. Of the total synthesized cell area, the portion taken by XOR and XNOR cells is between 10 and 15%. The portion of the post-synthesis area used by sequential elements is 0%. The number of clock buffers in the layout came out at 0. The multiplexer fraction of the synthesized cell area is 3.53%. The arithmetic-cell share of the synthesized area counting full adders, half adders and majority gates came out at a little over a fifth.

Looking at the setup timing report, the critical path kind is in -> out. Setup repair after global routing left no endpoint under its margin. STA classifies the critical path endpoint as a primary output. The synthesized design spends more area on one cell type than any other, namely sky130_fd_sc_hd__ha_1.

The relative max-transition margin came out at 50.3%. The number of warnings printed during yosys synthesis came out at 1. The post-detailed-route wirelength per cell came out at 9.82 um. The total die size came out at 0.00640 mm^2. The peak fanout along the critical path came out at 3. The growth of design area from synthesis to finish is 51.7%. The final core utilization came out at about a quarter. The post-CTS hold buffer count recorded in the log is 0. Detailed-route iteration 0 reported a violation count of 8. The buffers plus inverters on the worst setup path is 6. Summing every instance area after synthesis gives 567 um^2. The die span in x is 80 um. The overall global routing resource usage is 4.18%. The flow ran to the end, and the final reports show no timing, DRC or antenna violations.

The critical path's top delay family is buffers and inverters. The number of fill cells in the layout came out at 382. The portion of synthesized cell area occupied by the leading cell type came out at 17.7%.

The number of buffers inserted to repair setup after CTS came out at 0. The biggest combinational cell group after synthesis is simple AND/OR/NAND/NOR gates. The endpoint arrival time on the critical path is 3990 ps. Entering global routing, the biggest net connects 10 pins. The required time of the critical path is 4800 ps. Counting tap cells, the placed design contains a total of 143 instances. The capture point of the critical path was reported as S[6]. The number of warnings the tools reported came out at 32. The minimum hold slack came out at 3460 ps. The largest vdd supply drop came out at 0.0000270 V.

Walking the worst path, the cells encountered are clkdlybuf4s50_1 > inv_1 > ha_1 > inv_1 > fa_1 > inv_1 > ha_1 > inv_1 > nor3_1 > mux2i_1 > o311ai_0 > xnor2_1 > clkdlybuf4s50_1. The STA report counts the stages on the worst setup path as 13. The number of remaining DRC errors is 0. The final count of negative-setup-slack endpoints came out at 0.

Using the TritonRoute via totals, the vias-per-cell ratio works out to approximately 4.2. The via total after detailed routing is 601. Pins over their slew limit in the final report were tallied at 0. The count of pins on the block boundary is 25.
## cell usage after synthesis, drive strengths merged, types with 2 or more instances
library cell / number
xor2: 3
or3: 2
nand3: 5
ha: 8
mux2i: 2
nor3b: 3
nor2b: 2
or4: 2
nor2: 3
inv: 12
nand2: 3
o311ai: 3
xnor2: 6
a21oi: 3
## metal layers
layer  wire length [um]  GRT usage (%)  share of wire (%)  vias up
met1                617           5.48                 44      267
met3                132           1.14                9.4        0
met2                655           7.06                 47       16
met4                  0              0                  0        0
met5                  0              0                  0        -
li1                   -              -                  -      318
## where the power goes
part / internal, mW / total (mW) / switching, mW
combinational: 0.0684 / 0.111 / 0.0430
clock: 0 / 0 / 0
sequential: 0 / 0 / 0
total: 0.0684 / 0.111 / 0.0430
## tightest hold or removal path, cell delays in order
cell                              delay, ps
sky130_fd_sc_hd__clkdlybuf4s50_1        390
sky130_fd_sc_hd__inv_1                   50
sky130_fd_sc_hd__ha_1                   150
sky130_fd_sc_hd__inv_1                   50
sky130_fd_sc_hd__clkdlybuf4s50_1        400
## cells in the final DEF, fill, tap and decap left out, types with 2 or more instances in the layout
cell type	netlist	routed
sky130_fd_sc_hd__nand2_1	3	3
sky130_fd_sc_hd__nor2_1	3	3
sky130_fd_sc_hd__a21oi_1	3	3
sky130_fd_sc_hd__mux2i_1	2	2
sky130_fd_sc_hd__inv_1	12	12
sky130_fd_sc_hd__ha_1	8	8
sky130_fd_sc_hd__o311ai_0	3	3
sky130_fd_sc_hd__clkdlybuf4s50_1	0	25
sky130_fd_sc_hd__nor2b_1	2	2
sky130_fd_sc_hd__nand3_1	5	5
sky130_fd_sc_hd__nor3b_1	2	2
sky130_fd_sc_hd__xor2_1	3	3
sky130_fd_sc_hd__xnor2_1	6	6
## cell families after synthesis
group           Yosys count
fa+ha+maj                 9
xor+xnor                  9
buf+inv                  14
mux                       2
simple gates             25
compound gates           15
## how the worst min path moves through the flow
stage | start | endpoint | slack, ps
4_1_cts | B[0] | S[0] | 3480
5_1_grt | B[0] | S[0] | 3510
6_report | A[0] | S[0] | 3460
## final cells by class
type | instances | area (um^2) | area share, %
multi-input cells | 60 | 507 | 59.0
repair buffers | 25 | 250 | 29.1
well taps | 46 | 57.6 | 6.70
inverters | 12 | 45.0 | 5.24
Power is estimated from default activity; no workload was simulated.
